`design/flow/constraint.sdc`:
```
current_design midiReceive

set clk_period 4.4
set clk_io_pct 0.2

create_clock -name clk0 -period $clk_period [get_ports {clck}]

set non_clock_inputs [all_inputs -no_clocks]
set_input_delay [expr $clk_period * $clk_io_pct] -clock clk0 $non_clock_inputs
set_output_delay [expr $clk_period * $clk_io_pct] -clock clk0 [all_outputs]
```
`design/flow/design.v`:
```
module midiReceive(
	clck,
	LED_out,
	rst_n,
	midi_data,
	bitcount,
	state_next,
	MIDIbit,
	displaytoggle_nxt
);
	input clck; 
	input rst_n; 
	input midi_data; 
	output reg [7:0] LED_out;  
	wire EdgeDetected;  
	wire [16:0]counterVal;  
	reg manual_reset; 
	reg [9:0] frame; 
	reg [1:0] state; 
	output reg [5:0]bitcount; 
	reg displaytoggle=1'b0; 
	output reg MIDIbit;  
	reg [7:0] LED_out_nxt; 
	output reg [1:0] state_next; 
	output reg displaytoggle_nxt=1'b0;
	reg [5:0]bitcount_nxt=6'b000000;
	reg [9:0]frame_next;
	reg manual_reset_next=1'b0;
	up_counter count(counterVal,clck,rst_n,manual_reset); 
	edge_detect fallingedge(midi_data,clck,EdgeDetected,rst_n);
	always@(posedge clck)begin 
		if (!rst_n) begin  
			state<=2'b00;
			bitcount<=6'b0;
			manual_reset<=1'b1;
			frame<=10'b000000000;
			displaytoggle=1'b0;
			LED_out<=8'b00000000;
		end
		else begin  
			state<=state_next;
			bitcount<=bitcount_nxt;
			manual_reset<=manual_reset_next;
			frame[9:1]<=frame_next[8:0];
			frame[0]<=MIDIbit;
			displaytoggle<=displaytoggle_nxt;
			LED_out<=displaytoggle_nxt? LED_out_nxt:8'b00000000; 
		end  
	end 
	always@(*) begin 
	case(state)
		2'b00: begin  
			if (EdgeDetected)begin  
				state_next=2'b01; 
				manual_reset_next=1'b1; 
				bitcount_nxt=6'b000000; 
				MIDIbit=frame[0]; 
				end
			else begin
				state_next=2'b00; 
				manual_reset_next=1'b1;  
				bitcount_nxt=6'b000000; 
				MIDIbit=frame[0]; 
				end
				end
		2'b01: begin  
			if (counterVal==800) begin  
				manual_reset_next=1'b1; 
				state_next=2'b10; 
				bitcount_nxt[5:0]=0; 
				MIDIbit=midi_data; 
			end
			else begin 
				manual_reset_next=1'b0;  
				state_next=2'b01; 
				bitcount_nxt[5:0]=0; 
				MIDIbit=frame[0]; 
			end
		end		
		2'b10: begin  
			if (bitcount==6'b11110)begin  
				state_next=2'b00;  
				manual_reset_next=1; 
				bitcount_nxt[5:0]=0; 
				MIDIbit=frame[0]; 
			end 
			else begin 
				manual_reset_next=1'b0; 
				state_next=2'b11; 
				bitcount_nxt=bitcount; 
				MIDIbit=frame[0]; 
			end
		end 		
		2'b11: begin 
			if (counterVal==1600)begin 
				manual_reset_next=1'b1; 
				state_next=2'b10; 
				bitcount_nxt=bitcount+1'b1;  
				MIDIbit=midi_data; 
			end
			else begin 
				state_next=2'b11; 
				manual_reset_next=1'b0; 
				bitcount_nxt=bitcount; 
				MIDIbit=frame[0]; 
			end 
		end 
		default: begin 
			state_next=2'b00;  
			manual_reset_next=1'b1; 
			MIDIbit=frame[0]; 
			bitcount_nxt=6'b0;  
		end
		endcase
	end
	always @(*) begin 
		if (counterVal==1600)begin  
			frame_next<=frame; 
		end 
		else begin 
			frame_next[0]<=frame[1];
			frame_next[1]<=frame[2];
			frame_next[2]<=frame[3];
			frame_next[3]<=frame[4];
			frame_next[4]<=frame[5];
			frame_next[5]<=frame[6];
			frame_next[6]<=frame[7];
			frame_next[7]<=frame[8];
			frame_next[8]<=frame[9];
			frame_next[9]<=frame[9];
		end 
	end
	always @(*) begin 
		if (frame[8:1]==8'h90)begin 
			displaytoggle_nxt=1; 
		end 
		else if (frame[8:1]==8'h80) begin  
			displaytoggle_nxt=0; 
		end 
		else begin
			displaytoggle_nxt=displaytoggle; 
		end
	end
	always @(*) begin 
		if (bitcount==19)begin 
			LED_out_nxt=frame[8:1]; 
		end 
		else begin
			LED_out_nxt=LED_out;  
		end
	end
endmodule
module up_counter    (
  counter_out     ,   
  clck     ,   
  reset_bttn,  
  manual_reset  
  );
   output reg [16:0] counter_out;
   reg [16:0] counter_nxt = 16'b0;
   input reset_bttn,clck,manual_reset;
	always @(*)begin 
		if (manual_reset)begin  
			counter_nxt=0; 
		end else begin 
			counter_nxt=counter_out+1'b1; 
		end 
	end
	always @(posedge clck) begin 
		if (!reset_bttn) begin
			counter_out <= 16'b0000000000000000 ; 
		end else begin
			counter_out <= counter_nxt;  
		end
	end  
endmodule
module edge_detect	( 
	input data, 
	input clk, 
	output reg Edge_detected, 
	input rst_n 
);
	reg r1=0; 
	reg r2=0;
	reg Edge=0;
	always @(*) begin 
		if (r1==0 && r2==1)begin 
			Edge = 1;  
		end
		else begin 
			Edge = 0; 
		end
	end
	always @(posedge clk) begin
		if (!rst_n)begin  
			r1 <= 0;
			r2 <= 0;
			Edge_detected<=0;
		end
		else begin  
			r1 <= data;
			r2 <= r1;
			Edge_detected<= Edge; 
		end
	end
endmodule
```
`design/flow/run.sh`:
```
#!/bin/bash
# OpenROAD 26Q1-2900-gdf79404cd8, Yosys 0.63+post, stock flow scripts
make -C /OpenROAD-flow-scripts/flow DESIGN_CONFIG=/design/flow/config.mk WORK_HOME=/design/flow/orfs finish
```
`design/flow/config.mk`:
```
export PLATFORM = sky130hd
export DESIGN_NAME = midiReceive
export DESIGN_NICKNAME = midiReceive
export VERILOG_FILES = /design/flow/design.v
export SDC_FILE = /design/flow/constraint.sdc
export NUM_CORES = 4
export LEC_CHECK = 1
export CORE_UTILIZATION = 30
```
==> impl_metrics.yaml <==
# generated from flow reports
yosys:
  synthesis.area_mm2: 0.002196
  synth_top_area_share_pct: 42.85
  ys_seq_share_pct: 42.85
  synth_area_per_cell_um2: 8.511
  yosysWarningCount: 3
  yosys-stat-cells: 258
  ys_async_sr_fraction_pct: 0
  ys_ff: 47
  synth_area_leader_cell: "dfxtp_1"
  top_cells_by_area: "dfxtp_1 43%, nor2_1 4.8%, a21oi_1 4.3%"
  ys_types: 46
  edf_count: 0
  synth_chip_area_mm2: 0.002196
  synthCells: 258
  flop_cell: "dfxtp_1"
timing:
  worstMarginPinSlew_ns: 0.7960
  finalSetupTns_ns: 0
  finalHoldViolCount: 0
  slew_violations: 0
  slew_headroom_pct: 46.62
  rsz0062_at_grt: "false"
  fin_crit_ns: 3.523
  fin_crit_sh_pct: 80.06
  fmax_ghz: 0.2839
  finalSetupViolCount: 0
  finalClockSkew_ns: 0.008418
global_routing:
  grt_antenna_before_repair: 0
  grt_pass1_vias: 1721
  overflow: 0
  grt_max_degree: 19
  grt_usage_pct: 13.72
  grt_first_pass_wirelength_mm: 8.307
cells_and_area:
  layout_top_cell: "dfxtp_1"
  lay_top_cells: "47 x dfxtp_1, 28 x nor2_1, 20 x clkdlybuf4s50_1"
  layout-drive-gt1-share_pct: 6.522
  instances_no_fill: 372
  post-route-util_pct: 37.06
  synthToLayoutAreaGrowth_pct: 17.21
critical_path:
  crit_required_ns: 3.52
  cp.arrival_ns: 2.64
  r2r_start: "count.counter_out[0]"
  slowest_stage: "clkdlybuf4s50_1"
  start_kind: "register"
  crit_type: "reg -> out"
  cp-end-kind: "output port"
  crit_start: "count.counter_out[0]"
  worstPathCellList: "inv_1 -> ha_1 -> nor4b_1 -> and3_1 -> buf_4 -> o21ai_0 -> mux2_2 -> clkdlybuf4s50_1"
  crit_fanout: 18
  cpPeakStageDelay_ns: 0.45
floorplan:
  fp-row-count: 30
  die_area_mm2: 0.007666
  initial_core_util_pct: 31.62
  pin_count: 21
  die_w_um: 87.56
  fp.dieH_um: 87.56
  core_mm2: 0.006944
clock_network:
  cts_setup_buffers: 0
  cts_tree: "done"
  clk_path_buf_depth: 2
  clock_latency_ns: 0.30
  htreeDepth: 2
  cts_sinks: 47
  cts_root_buffer: "clkbuf_8"
  postCtsHoldBufs: 0
  cts_resized: 0
  numCtsBuffers: 5
  path_clk_slew_ns: 0.09
drt:
  vias_per_cell: 5.108
  routed_wl_mm: 4.807
  drt_iter0_drc: 117
  firstDrtPassIters: 4
  wl_per_cell_um: 12.92
  antenna_cells: 0
  vias: 1900
  drc: 0
  antenna_left: 0
power:
  p_sw_mw: 0.1618
  p_comb_share_pct: 1.7
  vdd_drop_max_mv: 0.1404
  p_int_mw: 0.5464
  p_leak_nw: 0.8914
  powerDensity_mw_per_mm2: 275.2
  power_frac_seq_pct: 60.4
  clkPwrFrac_pct: 37.8
  p_sw_share_pct: 22.84
flow_run:
  warnings: 27
  drv_cap: 0
hold_path:
  hold_path_class: "reg -> reg"
  hold_start: "fallingedge.r1"
place:
  port-buffer-count: 20
  finalWeightedCongestion: 0.7978
  dp.cells: 364
  dpl.hpwl_mm: 3.380
run_status:
  outcome: "complete, no violations"
## layout make-up
cell class,count,area (um2)
fill,710,4370
multi-input combinational,184,1150
sequential,47,940.9
timing repair buffer,22,215.2
tap,96,120.1
clock buffer,5,68.82
inverter,15,56.30
clock inverter,3,22.52
## through the flow
step / area, um2 / power (mW) / hold WS [ns] / setup slack [ns]
floorplan: 2196 / 0.4449 / 0.3827 / 1.869
global placement: 2482 / 0.4503 / 0.3934 / 1.281
detailed placement: 2482 / 0.4503 / 0.3918 / 1.209
CTS: 2574 / 0.7178 / 0.4066 / 0.8738
global route: 2574 / 0.7395 / 0.4314 / 0.6379
finish: 2574 / 0.7082 / 0.4059 / 0.8772
## kinds of logic after synthesis
family,Yosys count,synth area share (%)
XOR/XNOR,10,3.988
adder cells (fa/ha/maj),4,2.279
multiplexers,10,4.616
flip-flops,47,42.85
AND/OR/NAND/NOR,108,27.12
AND-OR/OR-AND,52,14.36
buffers and inverters,27,4.786
## per-layer routing
metal	vias up	track usage [%]	part of all wire, %
met5	-	0	0
met4	0	1.788	0.75
met3	2	1.718	4.5
met2	44	21.24	46
met1	895	21.61	49
li1	959	-	-
## critical path, delay by kind of cell, from the launching register on
kind | cells | cell delay (ns)
simple gates | 2 | 0.61
flops | 1 | 0.37
mux | 1 | 0.27
fa+ha+maj | 1 | 0.13
compound gates | 1 | 0.21
buf+inv | 3 | 0.75
## sequential cells by signal, summed over array words and instances, names as in the netlist, 2 cells and up
name,flops
LED_out,8
bitcount,6
state,2
frame,9
count.counter_out,17
## cells in the mapped netlist (all sizes together) (2+ instances only)
cell type  number
dfxtp          47
nor2           28
a21oi          19
nand3          18
o21ai          17
inv            15
nand2          14
clkbuf         10
mux2i           9
nand4           7
nor4            6
xnor2           6
nor3            5
or3             5
and3            4
ha              4
xor2            4
a31oi           3
and2            3
nand2b          3
or4             3
a311o           2
a311oi          2
and4            2
and4b           2
buf             2
nand4b          2
nor4b           2
o311ai          2
## final timing paths
path / to / slack [ns] / cells past startpoint
max: MIDIbit / 0.88 / 8
min: fallingedge.Edge_detected / 0.41 / 1
min reg2reg: fallingedge.Edge_detected / 0.41 / 1
max reg2reg: bitcount[1] / 2.11 / 6
## power by group through the flow
stage / logic [mW] / clock network (mW) / registers, mW
4_1_cts: 0.0124 / 0.277 / 0.428
5_1_grt: 0.0138 / 0.297 / 0.428
6_report: 0.0124 / 0.268 / 0.428
Power and IR drop assume default switching activity.
