==> design/flow/run.sh <==
#!/bin/bash
# OpenROAD 26Q1-2900-gdf79404cd8, Yosys 0.63+post, stock flow scripts
make -C /OpenROAD-flow-scripts/flow DESIGN_CONFIG=/design/flow/config.mk WORK_HOME=/design/flow/orfs finish
==> design/flow/config.mk <==
export PLATFORM = sky130hd
export DESIGN_NAME = leap_in
export DESIGN_NICKNAME = leap_in
export VERILOG_FILES = /design/flow/design.v
export SDC_FILE = /design/flow/constraint.sdc
export NUM_CORES = 4
export LEC_CHECK = 1
export CORE_UTILIZATION = 50
==> design/flow/constraint.sdc <==
current_design leap_in

set clk_period 7.2
set clk_io_pct 0.2

create_clock -name clk0 -period $clk_period [get_ports {clk}]

set non_clock_inputs [all_inputs -no_clocks]
set_input_delay [expr $clk_period * $clk_io_pct] -clock clk0 $non_clock_inputs
set_output_delay [expr $clk_period * $clk_io_pct] -clock clk0 [all_outputs]
==> design/flow/design.v <==
module leap_in(
    input logic clk,
    input logic serial,
	input logic rst_n,
    output logic [159:0] out_bytes,
    output logic [3:0] state);
    logic [15:0] count;
    logic [7:0] index;
    logic [5:0] byte_count;
    always @(posedge clk) begin
		if (!rst_n) begin
			state <= 4'b0;
			count <= 15'b0;
			index <= 8'b0;
			out_bytes <= 24'b0;
			byte_count <= 2'b0;
		end
	    if(state == 0 && serial == 0) begin
			state <= 1;
			count <= 0;
		end
        if(state > 0) count <= count + 1;
        if(state == 1 && count > 800) begin
            state <= 2;
            count <= 0;
        end
        if(index >= 8) begin
            index <= 0;
            state <= 3;
            count <= 0;
            byte_count <= byte_count + 1;
        end
        if(state == 2 && count > 1600 )begin
            out_bytes[index + 8*byte_count] <= serial;
            index <= index + 1;
            count <= 0;
        end
        if(byte_count >= 3) begin
            byte_count <= 0;
            state <= 3;
            count <= 0;
        end
        if(state == 3 && count > 800) begin
            state <= 0;
            count <= 0;
        end
    end
endmodule
==> qor.yml <==
reg2reg_depth: 13
total_power_mw: 2.14
pwr-share-seq_pct: 50.2
mi_logic_area_um2: 4710
tool_warnings: 31
slew_headroom_pct: 34.7
r2r-end: "out_bytes[69]$_DFF_P_"
vias: 7376
edf_count: 8
yosys_area_um2: 9020
rr_startpoint: "index[3]$_SDFFCE_PN0P_"
path_clk_slew_ps: 70
cts_buffer_depth: 2
max_freq_mhz: 250
worstSetupStartpointType: "flop"
ioPinCount: 167
rsz0062_at_grt: "false"
flop_area_um2: 3920
setup_violations: 0
fillCellCount: 1447
switchingPower_uw: 541
dpl.hpwl_um: 15800
track_usage_pct: 27.1
crit_top_cell: "ha_1"
post_cts_resized: 0
slew_viol_final: 0
cts_hold_buf: 0
cts_made_buffers: 17
wirelength_um: 23800
io_buffers: 164
root_buffer: "clkbuf_16"
top_area_cell: "dfxtp_1"
antennaDiodeCount: 0
dieHeight_um: 136
critPathCaptureType: "flop"
insertion_delay_ps: 430
via_per_inst: 5.34
drtPass1Iterations: 4
grt_pass1_wl_um: 37500
synth_stat.cells: 995
ir_drop_mv: 0.163
hold_start: "out_bytes[139]$_DFF_P_"
yosys.cell_types.count: 69
clock_skew_ps: 11.4
critPathSlowestCell: "nor3_2"
synthArstFlopShare_pct: 0
syn_area_um2: 9020
drive_above_1_share_pct: 10.4
num_rows: 48
die_w_um: 136
yosys_warnings: 1
path_max_fanout: 8
grt_antenna_before_repair: 0
power_density_nw_per_um2: 187
clkPwrFrac_pct: 43.5
r2r_setup_slack_ps: 3200
worst-path-buf-inv: 1
grt_max_degree: 67
core_area_um2: 17500
internal_power_mw: 1.59
grt_pass1_vias: 6834
overflow: 0
outcome: "finished, final reports clean"
wl_per_cell_um: 17.2
cp_top_family: "simple AND/OR/NAND/NOR gates"
finalSetupTns_ps: 0
pwr-share-comb_pct: 6.3
syn_inst: 995
min_to: "out_bytes[139]$_DFF_P_"
worst-path-stages: 13
fp_util_pct: 51.6
avgSynthCellArea_um2: 9.07
period_used_pct: 55.5
worst_slew_pin_slew_ps: 974
cpPeakStageDelay_ps: 480
cp_cell_sequence: "inv_1 > ha_1 > ha_1 > nor2b_1 > o22ai_2 > o21a_1 > ha_1 > nor2b_1 > nand3_1 > or2_2 > nor3_2 > nand2_1 > mux2i_1"
cts_tree: "done"
cts_setup_buffers: 0
synthFlopType: "dfxtp_1"
synthTopCellsByArea: "dfxtp_1 (41%), mux2i_1 (14%), nand2_1 (12%), ha_1 (2.9%), edfxtp_1 (2.7%)"
crit_type: "flop to flop"
whs_path_depth: 2
drtIter0Drc: 454
drc: 0
arrival_ps: 4270
yosys.stat.seqShare_pct: 43.5
gp_congestion: 0.911
critPathRequiredTime_ps: 7480
swShare_pct: 25.3
ant_nets: 0
leakagePower_nw: 4.82
dieArea_um2: 18600
top_area_share_pct: 40.8
min_period_ps: 4000
h-tree-depth: 4
hold_class: "flop to flop"
numSynthFlops: 192
cts.sinks: 192
area_growth_pct: 26.7
finalHoldViolations: 0
drv_cap: 0
## synthesized netlist by cell type, drive strengths merged, types with 10 or more instances
cell type and n:
nor2 40, nor3 24, nand2 284, o211ai 29
ha 21, inv 25, buf 19, or4 10
dfxtp 184, mux2i 130, clkbuf 47, xnor2 12
nand3 25, o31ai 28, or3 11
## per-stage QoR
| stage | setup WS, ps | hold WS, ps | cell area [µm²] | instances | util [%] |
|---|---|---|---|---|---|
| 2_1_floorplan | 3610 | 429 | 9040 | 1000 | - |
| 3_3_place_gp | 3350 | 454 | 10800 | 1350 | 62.1 |
| 3_5_place_dp | 3250 | 460 | 10800 | 1350 | 62.1 |
| 4_1_cts | 3200 | 476 | 11400 | 1381 | 65.4 |
| 5_1_grt | 2900 | 489 | 11400 | 1381 | 65.4 |
| 6_report | 3200 | 472 | 11400 | 1381 | 65.4 |
## placed cells by master, fill, tap and decap left out, drive strengths merged, types with 8 or more instances in the layout
master	n
xnor2	12
buf	28
edfxtp	8
nand3	25
o211ai	29
or3	11
nand2	284
inv	30
dfxtp	184
or4	10
nor4	8
clkdlybuf4s50	163
o31ai	28
nor2	40
ha	21
nor3	24
o21ai	9
clkbuf	17
mux2i	130
## routing by layer
| layer | up-vias | wire (µm) | track usage [%] |
|---|---|---|---|
| met3 | 13 | 1800 | 8.51 |
| li1 | 3716 | - | - |
| met2 | 174 | 10400 | 39.2 |
| met1 | 3473 | 11400 | 41.8 |
| met4 | 0 | 253 | 3.27 |
| met5 | - | 0 | 0 |
## worst max-delay path by stage
stage / start / end / slack (ps)
CTS: index[3]$_SDFFCE_PN0P_ / out_bytes[69]$_DFF_P_ / 3200
global route: index[3]$_SDFFCE_PN0P_ / out_bytes[97]$_DFF_P_ / 2900
finish: index[3]$_SDFFCE_PN0P_ / out_bytes[69]$_DFF_P_ / 3200
## power groups by stage
stage	registers [mW]	logic, mW	clock network, mW
6_report	1.07	0.136	0.928
4_1_cts	1.07	0.135	0.948
5_1_grt	1.07	0.148	0.991
## sequential cells by signal (all words and copies together) (netlist names)
signal / flops
count: 16
index: 8
out_bytes: 160
byte_count: 6
state: 2
## logic make-up (layout without fill, tap and decap cells)
kind of cell	Yosys count	after routing	share of synthesized area, %
muxes	133	133	14.8
and+or+nand+nor	437	437	22.1
AOI/OAI and AO/OA	105	105	10.6
other	1	6	0.0416
adders and majority gates	21	21	2.91
xor gates and xnor gates	15	15	1.54
buffers and inverters	91	247	4.54
DFF	192	192	43.5
## worst reg2reg max path, cell delays in order, from the launching register on
cell,delay [ps]
edfxtp_1,440
inv_1,80
ha_1,330
ha_1,340
nor2b_1,250
o22ai_2,180
o21a_1,260
ha_1,300
nor2b_1,270
nand3_1,230
or2_2,380
nor3_2,480
nand2_1,150
mux2i_1,150
## cell type report
cell class / count / area share, %
clock inverters: 14 / 1.34
repair buffers: 191 / 16.1
inverters: 25 / 0.843
clock buffers: 17 / 3.72
flip-flops and latches: 192 / 34.3
multi-input cells: 717 / 41.2
well taps: 225 / 2.46
Power is estimated from default activity; no workload was simulated.
