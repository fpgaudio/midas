==> flow/design.v <==
module midi_custom(
    input logic clk,
    input logic serial,
	  input logic rst_n,
    output logic [23:0] out_bytes,
    output logic [3:0] state);
    logic [15:0] count;
    logic [7:0] index;
    logic [1:0] byte_count;
    always @(posedge clk) begin
		if (!rst_n) begin
			state <= 4'b0;
			count <= 15'b0;
			index <= 8'b0;
			out_bytes <= 24'b0;
			byte_count <= 2'b0;
		end
	    if(state == 0 && serial == 0) begin
			state <= 1;
			count <= 0;
		end
        if(state > 0) count <= count + 1;
        if(state == 1 && count > 800) begin
            state <= 2;
            count <= 0;
        end
        if(index >= 8) begin
            index <= 0;
            state <= 3;
            count <= 0;
            byte_count <= byte_count + 1;
        end
        if(state == 2 && count > 1600 )begin
            out_bytes[index + 8*byte_count] <= serial;
            index <= index + 1;
            count <= 0;
        end
        if(byte_count >= 3) begin
            byte_count <= 0;
            state <= 3;
            count <= 0;
        end
        if(state == 3 && count > 800) begin
            state <= 0;
            count <= 0;
        end
    end
endmodule
==> flow/run.sh <==
#!/bin/bash
# OpenROAD 26Q1-2900-gdf79404cd8, Yosys 0.63+post, stock flow scripts
make -C /OpenROAD-flow-scripts/flow DESIGN_CONFIG=/design/flow/config.mk WORK_HOME=/design/flow/orfs finish
==> flow/config.mk <==
export PLATFORM = sky130hd
export DESIGN_NAME = midi_custom
export DESIGN_NICKNAME = midi_custom
export VERILOG_FILES = /design/flow/design.v
export SDC_FILE = /design/flow/constraint.sdc
export NUM_CORES = 4
export LEC_CHECK = 1
export CORE_UTILIZATION = 30
==> flow/constraint.sdc <==
current_design midi_custom

set clk_period 3.7
set clk_io_pct 0.2

create_clock -name clk0 -period $clk_period [get_ports {clk}]

set non_clock_inputs [all_inputs -no_clocks]
set_input_delay [expr $clk_period * $clk_io_pct] -clock clk0 $non_clock_inputs
set_output_delay [expr $clk_period * $clk_io_pct] -clock clk0 [all_outputs]
==> flow_summary.ini <==
; flow metrics
[sta]
finalClockPeriodUsage_pct = 90.2
slew_violations = 0
fmax_ghz = 0.300
setup_violations = 0
fin_setup_tns_ns = 0
period_needed_ns = 3.34
relSlewSlack_pct = 48.0
grt_setup_unrepaired = false
max_slew.worst_pin.slew_ns = 0.774
finClkSkew_ns = 0.00719
finalHoldViolCount = 0

[finish]
layout_top_cell = nand2_1
drive_gt1_share_pct = 11.0
final_cells = 546
layout_top_cells = nand2_1 (50), dfxtp_1 (44), nor2_1 (37), nand3_1 (28), clkdlybuf4s50_1 (28)
final_area_um2 = 3780
areaGrowthSynthToFinish_pct = 16.5

[die]
die_h_um = 106
die_w_um = 106
fp_util_pct = 31.1
boundaryPins = 31
dieArea_um2 = 11200
num_rows = 37
core_um2 = 10400

[setup_path]
endpoint_kind = flip-flop
worstPathRequired_ns = 3.94
setup.worst_path.start_class = flip-flop
crit_family = AND-OR/OR-AND gates
critPathMaxStageDelay_ns = 0.40
crit_slowest_cell = edfxtp_1
critPathMaxFanout = 6
crit_arrival_ns = 3.58
worstPathBufferInverterCount = 3
path_class = flip-flop to flip-flop
path_cells = inv_1 > ha_1 > inv_1 > ha_1 > a211oi_2 > nor2b_1 > o21ai_0 > nand2b_1 > a21oi_1 > o21bai_1 > ha_1 > inv_1 > a311oi_4 > nand2_2 > nor4_1 > mux2i_1

[routing]
dr_total_vias = 2770
drt_pass1_iterations = 4
vias_per_cell = 5.07
wirelength_mm = 6.93
first_iter_violations = 104
drc = 0
wl_per_cell_um = 12.7
ant_nets = 0
diodes = 0

[clocking]
clk_latency_ns = 0.31
clk_pin_slew_worst_paths_ns = 0.10
hold_buffers = 0
cts_root_buffer = clkbuf_8
htreeDepth = 2
cts.sink_count = 52
cts-resized-gates = 0
cts_inserted_buffers = 5
post-cts-setup-buffers = 0
cts_tree = done
clk_path_buf_depth = 2

[pwr]
power_frac_seq_pct = 22.7
p_sw_uw = 1690
switching_share_pct = 52.7
power_frac_comb_pct = 65.6
peakVddDrop_v = 0.000453
power.share.clock_pct = 11.7
total_power_uw = 3220
p_int_uw = 1520
p_per_area_nw_per_um2 = 851
leakage_uw = 0.00138

[place]
dp_hpwl_mm = 5.10
placed_cell_area_um2 = 3620
place_inst = 538
io_buffers = 28
gp_congestion = 0.912

[global_route]
grt_pass1_vias = 2575
grt_max_degree = 25
grt_remaining_overflow = 0
grt_pass1_wl_mm = 12.0
antenna_found_initial = 0
track_usage_pct = 13.2

[job]
warnings = 32
cap_violations = 0

[logic_synthesis]
edf_count = 8
ys_seq_share_pct = 34.6
synth_flops = 52
yosys_cells = 387
synth.avg_cell_area_um2 = 8.38
ff_type = dfxtp_1
synth_warnings = 1
syn_area_um2 = 3240
ys_types = 52
ys_chip_area_um2 = 3240
syn_inst = 387
synthArstFlopShare_pct = 0

[status]
status = complete, no violations

[hold_path]
worstHoldPathType = flip-flop to flip-flop
==> state kept, by name (all words and copies together), names as in the netlist <==
signal,count
out_bytes,24
count,16
state,2
index,8
byte_count,2
==> per-layer routing <==
layer  wire [µm]  up-vias  track usage (%)  part of all wire [%]
met3         205        5             1.63                   3.0
met1        3590     1293             20.6                    52
met4          78        0             1.88                   1.1
met5           0        -                0                     0
met2        3060       46             20.4                    44
li1            -     1426                -                     -
==> worst min-delay path, stage by stage, from the launching register on <==
cell     delay [ns]
dfxtp_1        0.32
nand2_1        0.06
mux2i_1        0.06
==> path summary, 6_finish.rpt <==
kind | from | to | slack [ns] | cells past startpoint
setup / recovery | index[3] | out_bytes[7] | 0.36 | 16
hold / removal | out_bytes[4] | out_bytes[4] | 0.47 | 2
setup reg to reg | index[3] | out_bytes[7] | 0.36 | 16
hold reg to reg | out_bytes[4] | out_bytes[4] | 0.47 | 2
==> power by group through the flow <==
stage	clock network, µW	logic, µW	registers, µW
6_report	376	2110	731
5_1_grt	412	2380	744
4_1_cts	393	1980	731
==> final cells by class <==
type / count / area [µm²]
Inverter: 21 / 78.8
Fill cell: 1038 / 6640
Clock inverter: 1 / 8.76
Tap cell: 136 / 170
Sequential cell: 52 / 1120
Multi-Input combinational cell: 294 / 1970
Timing Repair Buffer: 35 / 333
Clock buffer: 7 / 97.6
==> through the flow <==
step,hold slack [ns],utilization (%),setup WS [ns]
after global placement,0.457,34.8,0.345
after CTS,0.478,35.8,0.208
after global routing,0.498,36.3,0.0832
after floorplan,0.429,-,0.574
final,0.474,36.3,0.362
after detailed placement,0.454,34.8,0.210
==> cell families after synthesis <==
kind of cell / synth area share (%)
xor gates and xnor gates: 2.97
muxes: 8.45
buffers and inverters: 6.32
and+or+nand+nor: 28.3
DFF: 34.6
adders and majority gates: 7.33
other: 0.116
AOI/OAI and AO/OA: 12.0
==> synthesized netlist by cell type, types with 4 or more instances <==
| cell | instances | share of area, % |
|---|---|---|
| nor2_1 | 37 | 4.3 |
| inv_1 | 21 | 2.4 |
| nand3_2 | 10 | 3.1 |
| o21ai_0 | 7 | 1.1 |
| nor3_1 | 10 | 1.5 |
| o211ai_1 | 4 | 0.93 |
| nor4_1 | 14 | 2.7 |
| nand2_1 | 51 | 5.9 |
| edfxtp_1 | 8 | 7.4 |
| clkbuf_1 | 13 | 1.5 |
| dfxtp_1 | 44 | 27 |
| mux2i_1 | 24 | 7.4 |
| nand2b_1 | 4 | 0.77 |
| xnor2_1 | 8 | 2.2 |
| buf_4 | 4 | 0.93 |
| a211oi_1 | 6 | 1.4 |
| a21oi_1 | 11 | 1.7 |
| ha_1 | 19 | 7.3 |
| nand3_1 | 28 | 4.3 |
| a31oi_1 | 4 | 0.77 |
| nand4_1 | 8 | 1.5 |
No activity file was given, so power comes from the tool's default toggle rates.
